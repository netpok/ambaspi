==> ./config.mk <==
export PLATFORM = sky130hd
export DESIGN_NAME = apb_spi
export DESIGN_NICKNAME = apb_spi
export VERILOG_FILES = /design/flow/design.v
export SDC_FILE = /design/flow/constraint.sdc
export NUM_CORES = 4
export LEC_CHECK = 1
export CORE_AREA = 10 10 99 99
export DIE_AREA = 0 0 109 109
==> ./constraint.sdc <==
current_design apb_spi

set clk_period 3.0
set clk_io_pct 0.2

create_clock -name clk0 -period $clk_period [get_ports {pclk}]

set non_clock_inputs [all_inputs -no_clocks]
set_input_delay [expr $clk_period * $clk_io_pct] -clock clk0 $non_clock_inputs
set_output_delay [expr $clk_period * $clk_io_pct] -clock clk0 [all_outputs]
==> ./design.v <==
`timescale 1ns / 1ps
module apb_spi(
    input pclk,
    input prst,
    input psel,
    input [31:0] paddr,
    input penable,
    input pwrite,
    input [31:0] pwdata,
    output [31:0] prdata,
	 output pready,
    output cs0,
    output cs1,
    output cs2,
    output cs3,
    input miso,
    output mosi,
    output sclk,
    output irq
    );
wire wr;
wire cmd;
wire rd;
wire [7:0] din;
wire [7:0] dout;
spi_if spi (
	.clk(pclk),
	.rst(~prst),
	.cs0(cs0),
	.cs1(cs1),
	.cs2(cs2),
	.cs3(cs3),
	.miso(miso),
	.mosi(mosi),
	.sclk(sclk),
	.irq(irq),
	.din(din),
	.dout(dout),
	.cmd(cmd),
	.rd(rd),
	.wr(wr)
);
parameter DATA_ADDR = 1;
parameter CMD_ADDR = 2;
assign din = pwdata[7:0];
assign rd = (~pwrite & psel & paddr == DATA_ADDR & penable);
assign prdata = rd ? {24'b0, dout[7:0]} : 32'b0;
assign wr = (pwrite & psel & paddr == DATA_ADDR & penable);
assign cmd = (pwrite & psel & paddr == CMD_ADDR & penable);
assign pready = psel & penable;
endmodule
`timescale 1ns / 1ps
module cfg(
	 input clk,
	 input rst,
    input [7:0] din,
    input cmd,
    output [1:0] clk_div,
    output irq_en,
    output [1:0] cs_sel,
    output [1:0] mode
    );
reg [7:0] cfg_reg;
always @ (posedge clk)
begin
	if (rst)
		cfg_reg <= 0;
	else if (cmd)
	   cfg_reg <= din;
end
assign clk_div = cfg_reg[6:5];
assign irq_en  = cfg_reg[4];
assign cs_sel  = cfg_reg[3:2];
assign mode    = cfg_reg[1:0];
endmodule
`timescale 1ns / 1ps
module spi_if(
	input clk,
	input rst,
	input miso,
	output sclk,
	output mosi,
	output cs0,
	output cs1,
	output cs2,
	output cs3,
   input [7:0] din,
   input cmd,
   input rd,
   input wr,
   output [7:0] dout,
   output irq
   );
reg csn;
wire shift;
wire [1:0] clk_div;
wire irq_en;
wire [1:0] cs_sel;
wire [1:0] mode;
wire clock;
wire clock_rising;
reg [3:0] clock_cntr;
reg clock_last;
always @(posedge clk)
begin
	if (rst | cmd)
		clock_cntr <= 0;
	else
		clock_cntr <= clock_cntr + 1;
end
assign clock = clock_cntr[clk_div];
always @(posedge clk)
begin
	if (rst | cmd)
		clock_last <= 0;
	else
		clock_last <= clock;
end
assign clock_rising = ({clock, clock_last} == 2'b10);
reg [2:0] bit_cntr; 
cfg conf (
	.clk(clk),
	.rst(rst),
	.din(din),
	.cmd(cmd),
	.clk_div(clk_div),
	.irq_en(irq_en),
	.cs_sel(cs_sel),
	.mode(mode)
);
spi_shr shr (
	.clk(clk),
	.rst(rst),
	.load(wr),
	.shift(shift),
	.din(din),
	.in(miso),
	.dout(dout),
	.out(mosi)	
);
reg [1:0] state;
parameter S_IDLE     = 2'b00;    
parameter S_START    = 2'b01;    
parameter S_TRANSMIT = 2'b10;    
parameter S_DONE     = 2'b11;    
always @ (posedge clk)
begin
	if (rst | rd) begin
		state <= S_IDLE;
		bit_cntr <= 0;
		csn <= 0;
	end
	else if (wr) begin 
		state <= S_START;
		bit_cntr <= bit_cntr;
		csn <= 0;
	end
	else if (clock_rising & state == S_START) begin
		csn <= 1;
		bit_cntr <= 7;
		state <= S_TRANSMIT;
	end
	else if (clock_rising & state == S_TRANSMIT & bit_cntr == 0) begin
		csn <= 0;
		bit_cntr <= bit_cntr;
		state <= S_DONE;
	end
	else if (clock_rising & state == S_TRANSMIT) begin
		csn <= csn;
		bit_cntr <= bit_cntr - 1;
		state <= state;
	end
	else begin
		csn <= csn;
		bit_cntr <= bit_cntr;
		state <= state;
	end			
end
assign sclk = ((clock_last ^ ~mode[0]) & state == S_TRANSMIT) ^ mode[1];
assign shift = (clock_rising & state == S_TRANSMIT);
assign irq = (irq_en & state == S_DONE);
assign cs0 = ~((cs_sel == 0) & csn);
assign cs1 = ~((cs_sel == 1) & csn);
assign cs2 = ~((cs_sel == 2) & csn);
assign cs3 = ~((cs_sel == 3) & csn);
endmodule
`timescale 1ns / 1ps
module spi_shr(
    input clk,
    input rst,
    input load,
    input shift,
    input in,
    input [7:0] din,
    input out,
    input [7:0] dout
    );
reg [7:0] shr;
always @ (posedge clk)
begin
	if (rst)
		shr <= 0;
	else if (load)
		shr <= din;
	else if (shift)
		shr <= {shr[6:0], in};
	else
		shr <= shr;
end
assign dout = shr;
assign out = shr[7];
endmodule
==> ./run.sh <==
#!/bin/bash
# OpenROAD 26Q1-2900-gdf79404cd8, Yosys 0.63+post, stock flow scripts
make -C /OpenROAD-flow-scripts/flow DESIGN_CONFIG=/design/flow/config.mk WORK_HOME=/design/flow/orfs finish
==> run notes <==
Physical implementation status

The flow ran to the end, and the final reports show no timing, DRC or antenna violations. The number of max-slew violations in the final report stands at 0. Yosys stat counts between 150 and 200 cells in the synthesized netlist. During I/O placement, the number of pins put on the boundary was 110. For this run, the number of standard cells in the final layout without fillers is approximately 360. Between clock sinks in the finished design, the worst skew comes to between 0.005 and 0.006 ns.

For this run, the chip area from Yosys synthesis comes to 1620 um2. TritonCTS built the clock tree. For this block, the initial DRC count from the detailed router was ~43. In the placement report, post-DP HPWL is listed as around 3.7 mm. The final layout contains routed wiring with a total length of 4.48 mm. The slew at the pin closest to its max-slew limit stands at around 0.56 ns. The synthesized netlist contains around 40 unique library cells. The flip-flop count of the largest register after layout stands at 8. Per the final layout report, the fraction of cells sized above drive strength 1 comes to 13.7%. The finished cells cover approximately 2400 um2. Data on the critical path arrives at its endpoint at about 2.2 ns. For this run, the leading register cell type out of synthesis is dfxtp_1. For reference, the placement row count at floorplan is 32. The core outline area stands at 7730 um2. Cell internal power was estimated by the tool at between 0.5 and 0.6 mW.

For the worst reg-to-reg path, the endpoint reported by OpenROAD is spi.bit_cntr[0]. The worst register-to-register path has a depth of 5. Counting endpoints that fail hold in the final report gives 0. The number of standard cells after synthesis stands at between 150 and 200. The initial core utilization stands at 20.9%. The mean area per synthesized cell stands at between 8 and 9 um2.

The width of the die stands at roughly 110 um. Counting along the longest clock path gives a buffer depth of 2. The detail-routed net length per standard cell stands at 12.5 um.

STA reports a reg2reg setup slack of approximately 1 ns. The smallest clock period supported by the final layout is computed as 2.84 ns. The proportion of total power due to net switching stands at roughly 22%.

After synthesis, the largest family of logic cells by area is simple AND/OR/NAND/NOR gates. The final route contains 1411 vias. The via density per instance stands at just under 4. The worst-path maximum fanout stands at 3.

The number of levels in the clock H-tree stands at 1. Of the total synthesized cell area, the portion taken by AND, OR, NAND and NOR gates is 28.5%. The relative slew slack stands at 62.9%.

The post-placement cell area is 2290 um2. Max-cap violations in this run came to 0. For reference, the critical path is launched at paddr[13].

Setup repair after global routing left no endpoint under its margin. The clock transition at the registers of the reported paths stands at 0.09 ns. The area of the die stands at about 12000 um2. The design draws about 0.66 mW. The combined area of all synthesized cells stands at 1620 um2. Counting every sink on the clock net gives 27. The all-layer global routing usage stands at between 7 and 8%. The total instance count after detailed placement stands at between 300 and 400. The worst IR drop on VDD stands at about 0.15 mV. The leakage dissipation stands at between 0.9 and 1 nW. The final cell utilization of the core stands at around 31%. The fraction of power consumed by sequential logic stands at a little under three fifths. The power per cell area stands at 279 nW/um2. The share of total power dissipated in the clock network is about 31%. Per the synthesis report, the AND-OR/OR-AND share of the synthesized area is about an eighth.

In the log, the iteration count for the first detailed-route pass is 4. The type recorded for the worst min-delay path is reg -> reg. The count of input and output buffers stands at between 60 and 70. In this run, synthesis produced a sequential element count of 27. STA classifies the critical path endpoint as an output pin. The fraction of registers with async set/reset stands at 0%. During synthesis, Yosys emitted a total of 3 warnings.

The number of antenna violations at the first check in global routing is 0. Summed over all nets, the switching power comes to roughly 0.15 mW. The post-route antenna net violation count stands at 0. The chip height stands at about 110 um. The worst setup path is launched from an input pin. The synthesized design contains 0 enable-type register cells. The final worst setup slack stands at ~0.16 ns.

The via count of the first global-routing pass is 1550. Entering global routing, the biggest net connects 19 pins. The share of the Yosys chip area taken by registers is between 30% and 40%. OpenSTA lists the critical path endpoint as prdata[5]. Of the post-synthesis cell area, the part taken by muxes is around 7%. The area growth from synthesis to layout is 47.0%. The share of the clock period used by the worst path stands at 94.7%. The routability-driven placement congestion ratio stands at 0.811. The end-of-flow timing check tallies setup violations at 0.

The first-pass GRT wire length stands at roughly 7.4 mm. The pre-CTS setup check shows a worst slack of -0.225 ns. CTS placed an instance of clkbuf_8 at the clock tree root. The number of clock buffers added by TritonCTS is 3. The setup TNS stands at 0 ns. After clock tree synthesis, the flow added hold-fix buffers numbering 0. In the setup report, the worst path falls into the class in -> out.

The DRC violation total left in the routed layout is recorded as 0. The tally of OpenROAD warnings stands at roughly 50. The required time of the worst setup path stands at between 2 and 2.5 ns. The skew report gives the latency at the later pin of the worst-skew pair as 0.27 ns. Derived from the worst setup path, the maximum achievable clock frequency is 352 MHz. The synthesized-area fraction occupied by adder cells stands at approximately 2.3%. Across all hold checks on the routed design, the worst slack comes to between 0.4 and 0.5 ns. In this run, the combinational gates consume a little over an eighth of the power. The diode insertion count for antenna repair stands at 0. The cell-mix breakdown from Yosys lists the XOR/XNOR area share as between 2 and 2.5%.

Per the timing report, the most critical flop-to-flop path originates at spi.conf.cfg_reg[6]. The global route stage reports its total congestion overflow as 0.
[kinds of logic (layout without fill, tap and decap cells)]
logic type | after synthesis | count (layout)
multiplexers | 10 | 10
AND-OR/OR-AND | 36 | 36
flip-flops | 27 | 27
adder cells (fa/ha/maj) | 3 | 3
other | 1 | 24
buffers and inverters | 36 | 82
XOR/XNOR | 4 | 4
AND/OR/NAND/NOR | 70 | 70
[cell usage in the layout (no fill, tap or decap), types with 2 or more instances in the layout]
| master | Yosys | final |
|---|---|---|
| a21oi_1 | 17 | 17 |
| nand2b_1 | 5 | 5 |
| conb_1 | 1 | 24 |
| mux2i_1 | 9 | 9 |
| inv_1 | 7 | 7 |
| and2_4 | 0 | 2 |
| nor4_2 | 4 | 7 |
| a211oi_1 | 2 | 2 |
| xnor2_1 | 3 | 3 |
| ha_1 | 3 | 3 |
| buf_2 | 1 | 2 |
| and2_1 | 12 | 10 |
| a31oi_1 | 3 | 3 |
| clkbuf_2 | 1 | 2 |
| buf_4 | 24 | 9 |
| dlymetal6s2s_1 | 0 | 8 |
| nand3b_1 | 4 | 4 |
| nand2_1 | 15 | 15 |
| clkdlybuf4s50_1 | 0 | 33 |
| clkbuf_8 | 0 | 3 |
| nor2b_1 | 8 | 8 |
| o21ai_0 | 10 | 10 |
| dlygate4sd2_1 | 0 | 16 |
| dfxtp_1 | 27 | 27 |
| nand3_1 | 3 | 3 |
| nor2_1 | 5 | 5 |
[Yosys cell counts, types with 2 or more instances]
master / number / area (um2)
mux2i_1: 9 / 90.1
clkbuf_1: 3 / 11.3
a21oi_1: 17 / 85.1
nand2b_1: 5 / 31.3
xnor2_1: 3 / 26.3
dfxtp_1: 27 / 541
nor2b_1: 8 / 50.1
o21ai_0: 10 / 50.1
nor4_2: 4 / 50.1
nand2_1: 15 / 56.3
nor2_1: 5 / 18.8
nand3_1: 3 / 15.0
inv_1: 7 / 26.3
nand3b_1: 4 / 30.0
a31oi_1: 3 / 18.8
nor4_1: 3 / 18.8
buf_4: 24 / 180
ha_1: 3 / 37.5
and2_1: 12 / 75.1
a211oi_1: 2 / 15.0
[cell type report]
cell class / instances / area [um2]
Clock buffer: 3 / 41.3
Clock inverter: 1 / 5.00
Fill cell: 797 / 5350
Inverter: 7 / 26.3
Multi-Input combinational cell: 147 / 968
Sequential cell: 27 / 541
Tap cell: 102 / 128
Timing Repair Buffer: 71 / 669
[per-layer routing]
metal | up-vias | global-route usage (%) | share of wire [%] | routed length [um]
li1 | 738 | - | - | -
met4 | 0 | 1.13 | 1.2 | 55
met5 | - | 0 | 0 | 0
met2 | 51 | 12.6 | 46 | 2050
met3 | 6 | 2.21 | 8.3 | 370
met1 | 616 | 9.41 | 45 | 2000
[worst max-delay path, stage by stage]
cell	delay, ns
clkdlybuf4s50_1	0.41
nor4_2	0.22
nand4_1	0.20
nor4b_4	0.31
buf_4	0.16
and2_1	0.12
dlygate4sd2_1	0.21
[worst min-delay path by stage]
stage	start	end	slack (ns)	cells past startpoint
CTS	spi.bit_cntr[0]	spi.bit_cntr[0]	0.47	1
global route	spi.bit_cntr[0]	spi.bit_cntr[0]	0.50	1
finish	spi.bit_cntr[0]	spi.bit_cntr[0]	0.47	1
[repair_timing]
action,in CTS,in global routing
setup endpoints to repair,8,7
setup buffers,4,0
gates resized,30,14
pin swaps,6,6
endpoints found under the hold margin,0,0
[power groups by stage]
stage / Clock, mW / Combinational, mW / Sequential, mW
CTS: 0.212 / 0.0918 / 0.367
global route: 0.229 / 0.0998 / 0.368
finish: 0.206 / 0.0896 / 0.367
No activity file was given, so power comes from the tool's default toggle rates.
